--- design.v ---
module clk_10(rst, clk, out_clk);
  input clk, rst;
  output out_clk;
  reg out_clk;
  reg [24:0]cnt_clk;
  always@(posedge clk or negedge rst)
  begin
    if(!rst)
	begin
      out_clk = 0;
      cnt_clk = 0;
    end
    else
	begin  
      cnt_clk <= cnt_clk+1;
      if(cnt_clk == 4)
        cnt_clk <=0;
      else if(cnt_clk==0)
        out_clk = !out_clk;     
    end
  end    
endmodule
module counter(rst, clk, q);
  input clk, rst;
  output [3:0]q;
  reg [3:0]q, temp;
  always@(posedge clk or negedge rst)
  begin
    if(!rst)
	begin
      temp<=0;
      q<=0;    
    end    
    else
	begin 
      if(temp == 9)
        temp <= 0;
      else
        temp<=temp+1;
      q <= temp;
    end 
  end  
endmodule
module SyncCounter (
    input wire rst,     
    input wire clk,      
    output wire [3:0] q0,
    output wire [3:0] q1, 
    output wire [3:0] q2, 
    output wire [3:0] q3  
);
    wire clk_div0;
    wire clk_div1;
    wire clk_div2;
    wire clk_div3;
    clk_10 div0 (.rst(rst), .clk(clk), .out_clk(clk_div0));
    clk_10 div1 (.rst(rst), .clk(clk_div0),  .out_clk(clk_div1));
    clk_10 div2 (.rst(rst), .clk(clk_div1), .out_clk(clk_div2));
    clk_10 div3 (.rst(rst), .clk(clk_div2), .out_clk(clk_div3));
    counter cnt0 (.rst(rst), .clk(clk_div0), .q(q0));
    counter cnt1 (.rst(rst), .clk(clk_div1), .q(q1));
    counter cnt2 (.rst(rst), .clk(clk_div2), .q(q2));
    counter cnt3 (.rst(rst), .clk(clk_div3), .q(q3));
endmodule
--- run.sh ---
#!/bin/bash
# OpenROAD 26Q1-2900-gdf79404cd8, Yosys 0.63+post, stock flow scripts
make -C /OpenROAD-flow-scripts/flow DESIGN_CONFIG=/design/flow/config.mk WORK_HOME=/design/flow/orfs finish
--- config.mk ---
export PLATFORM = sky130hd
export DESIGN_NAME = SyncCounter
export DESIGN_NICKNAME = SyncCounter
export VERILOG_FILES = /design/flow/design.v
export SDC_FILE = /design/flow/constraint.sdc
export NUM_CORES = 4
export LEC_CHECK = 1
export CORE_UTILIZATION = 30
--- constraint.sdc ---
current_design SyncCounter

set clk_period 5.9
set clk_io_pct 0.2

create_clock -name clk0 -period $clk_period [get_ports {clk}]

set non_clock_inputs [all_inputs -no_clocks]
set_input_delay [expr $clk_period * $clk_io_pct] -clock clk0 $non_clock_inputs
set_output_delay [expr $clk_period * $clk_io_pct] -clock clk0 [all_outputs]
==> flow_metrics.tcl <==
# implementation run metrics
set metrics [dict create \
    crit_fanout 8 \
    final_layout_size_suffix_gt1_share_pct 4.27 \
    syn-instance-count 518 \
    yosysWarningCount 2 \
    ys_chip_area_um2 5870 \
    criticalPathCategory "reg -> reg" \
    cts_tree "done" \
    final.min_clock_period_ns 1.67 \
    core_area_um2 19000 \
    area_delta_synth_final_pct 10.1 \
    rsz0062_at_grt "no" \
    vdd_drop_max_uv 230 \
    antenna_left 0 \
    ys_seq_share_pct 58.0 \
    period_used_pct 28.3 \
    end_kind "flip-flop" \
    area_leaders "dfrtp_1, xnor2_1, xor2_1" \
    hold_path_class "reg -> reg" \
    n_antenna_cell 0 \
    clkSlewWorstSetupHoldPaths_ns 0.06 \
    track_usage_pct 9.57 \
    routed_via_density 4.54 \
    final_hold_viol_count 0 \
    grt_first_pass_wirelength_mm 16.0 \
    fp-row-count 50 \
    drc_errors 0 \
    max_stage_delay_ns 0.45 \
    slew_viol_final 0 \
    grt_remaining_overflow 0 \
    htree_num_levels 1 \
    drt_iter0_markers 179 \
    grt_pass1_vias 3484 \
    clkLatencyLatePin_ns 0.25 \
    max_freq_mhz 599 \
    via_count 3628 \
    total_leakage_power_nw 2.95 \
    ys_types 33 \
    critPathLaunch "div0.cnt_clk[9]" \
    max_slew_margin_pct 48.9 \
    hpwl_mm 6.37 \
    ff2ff_path_depth 4 \
    syn_area_um2 5870 \
    status "finished, final reports clean" \
    dp.cells 795 \
    drtPass1Iterations 4 \
    r2r_start "div0.cnt_clk[9]" \
    place_congestion 0.838 \
    reg2reg_to "div0.cnt_clk[24]" \
    cts_hold_buf 0 \
    ys_cells 518 \
    worst_slack_ns 4.23 \
    tool_warnings 29 \
    io_pins 18 \
    maxCapViolations 0 \
    crit_slowest_cell "nor4_1" \
    cts_setup_buffers 0 \
    final-seq-area_um2 3400 \
    dieArea_um2 20100 \
    syn_avg_cell_area_um2 11.3 \
    yosys.area.top_type "dfrtp_1" \
    clockBufferDepth 2 \
    grt_max_degree 75 \
    drt_wl_total_mm 8.68 \
    chipWidth_um 142 \
    hold_depth 1 \
    initCoreUtil_pct 31.0 \
    reg2reg_slack_ns 4.23 \
    fillers 1809 \
    top_cell_area_share_pct 58.0 \
    dpl_worst_slack_ns 4.20 \
    tightest_slew_ns 0.760 \
    cp_data_required_time_ns 6.08 \
    power.density_nw_per_um2 54.8 \
    untimed_endpoints 126 \
    setup-tns-final_ns 0 \
    fin_worst_skew_ns 0.00487 \
    combGateArea_um2 2350 \
    route.detailed.wl_per_inst_um 10.9 \
    unclocked_pins 110 \
    ys.flops 136 \
    cts_resized 0 \
    io_buffers 17 \
    cp_data_arrival_time_ns 1.85 \
    root_buffer "clkbuf_16" \
    fin_cells 799 \
    die-height_um 142 \
    startpoint_type "flip-flop" \
    crit_chain "and4_1 -> nand4_1 -> nor4_1 -> xor2_1" \
    setup.worst_path.end "div0.cnt_clk[24]" \
    setup_viol 0 \
    numCtsBuffers 3 \
    antenna_found_initial 0 \
    whs_ns 0.473 \
]
[worst min-delay path by stage]
stage | startpoint | endpoint | slack [ns]
5_1_grt | div0.out_clk | div0.out_clk | 0.49
4_1_cts | div0.out_clk | div0.out_clk | 0.48
6_report | div0.out_clk | div0.out_clk | 0.47
[worst max-delay path: cells and delay by family (launching register included)]
kind / cells / cell delay (ns)
simple gates: 3 / 1.02
xor+xnor: 1 / 0.17
flops: 1 / 0.41
[power breakdown]
| group | total, mW | internal, mW | leakage [nW] | switching [mW] |
|---|---|---|---|---|
| Clock | 0.159 | 0.104 | 0.0442 | 0.0551 |
| Sequential | 0.178 | 0.178 | 1.79 | 0 |
| Combinational | 0.0178 | 0.00108 | 1.12 | 0.0167 |
[layer usage]
metal | GRT usage [%] | share of wire [%] | vias to the layer above
li1 | - | - | 1841
met1 | 16.4 | 55 | 1754
met2 | 14.4 | 42 | 31
met3 | 0.894 | 2.3 | 2
met4 | 0.283 | 0.24 | 0
met5 | 0 | 0 | -
[state kept, by name, indices dropped and copies added, names as in the netlist, 25 cells and up]
signal,flops
div0.cnt_clk,25
div1.cnt_clk,25
div2.cnt_clk,25
div3.cnt_clk,25
[kinds of logic after synthesis]
| family | after synthesis | share of synthesized area [%] |
|---|---|---|
| and+or+nand+nor | 217 | 20.3 |
| DFF | 136 | 58.0 |
| xor gates and xnor gates | 93 | 13.9 |
| AOI/OAI and AO/OA | 28 | 2.81 |
| buffers and inverters | 28 | 1.96 |
| muxes | 8 | 1.39 |
| adders and majority gates | 8 | 1.71 |
[through the flow]
step           utilization (%)  instance area (um2)  power [mW]
6_report                  34.1                 6460       0.354
5_1_grt                   34.1                 6460       0.370
4_1_cts                   34.1                 6460       0.359
3_5_place_dp              33.6                 6370       0.200
3_3_place_gp              33.6                 6370       0.200
2_1_floorplan                -                 5870       0.181
[area by class of cell]
| class | instances | area share (%) |
|---|---|---|
| inverter | 23 | 1.34 |
| tap | 260 | 5.03 |
| clock buffer | 4 | 1.37 |
| timing repair buffer | 22 | 3.23 |
| sequential | 136 | 52.7 |
| multi-input combinational | 354 | 36.4 |
[synth_stat cells]
| library cell | number |
|---|---|
| a21boi_0 | 4 |
| nor3_2 | 5 |
| a21oi_1 | 6 |
| nand3_1 | 36 |
| nand4_4 | 1 |
| mux2_2 | 1 |
| or4_1 | 1 |
| xor2_1 | 34 |
| buf_2 | 2 |
| nand2b_1 | 2 |
| ha_1 | 8 |
| nor4_2 | 1 |
| and3_2 | 1 |
| nor4bb_1 | 1 |
| clkbuf_1 | 2 |
| mux2i_1 | 7 |
| nor2_1 | 23 |
| dfrtp_1 | 136 |
| or4_4 | 1 |
| and2_1 | 2 |
| nor4b_1 | 4 |
| inv_1 | 23 |
| and3_1 | 16 |
| and4_1 | 8 |
| o21ai_0 | 14 |
| nand2_1 | 50 |
| nor3_1 | 17 |
| nand4_1 | 25 |
| nor4_1 | 20 |
| buf_6 | 1 |
| or2_2 | 3 |
| xnor2_1 | 59 |
| a22o_1 | 4 |
[placed cells by master (no fill, tap or decap), types with 2 or more instances in the layout]
cell type	count
dfrtp_1	136
xnor2_1	59
nand2_1	50
nand3_1	36
xor2_1	34
nand4_1	25
inv_1	23
nor2_1	23
nor4_1	20
nor3_1	17
and3_1	16
clkdlybuf4s50_1	16
o21ai_0	14
and4_1	8
ha_1	8
mux2i_1	7
a21oi_1	6
nor3_2	5
buf_4	5
nor4b_1	4
a21boi_0	4
a22o_1	4
or2_2	3
clkbuf_16	3
and2_1	2
nand2b_1	2
Power is estimated from default activity; no workload was simulated.
