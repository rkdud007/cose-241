==> design/flow/design.v <==
module full_adder(
    input x,
    input y,
    input c_in,
    output s_out,
    output c_out
);
    wire sum, carry1, carry2;
    half_adder U0 (
        .a(x),
        .b(y),
        .s(sum),
        .c(carry1)
    );
    half_adder U1 (
        .a(sum),
        .b(c_in),
        .s(s_out),
        .c(carry2)
    );
    or_gate U2 (
        .x(carry1),
        .y(carry2),
        .z(c_out)
    );
endmodule
module half_adder(a, b, s, c);
    input a;
    input b;
    output s;
    output c;
    reg s;
    reg c;
    always @(a, b)
    begin
    if (a!=b)
        s = 1;
    else
        s = 0;
    end
    always @(a, b)
    begin
    if (a==1 && b == 1)
        c = 1;
    else
        c = 0;
    end
endmodule
module or_gate(x, y, z);
    input x;
    input y;
    output z;
    assign z = x | y;
endmodule
module rca_4bit(
    input [3:0] x,
    input [3:0] y,
    input c_in,
    output [3:0] sum,
    output c_out
);
    wire c1, c2, c3;
    full_adder fa0 (
        .x(x[0]),
        .y(y[0]),
        .c_in(c_in),
        .s_out(sum[0]),
        .c_out(c1)
    );
    full_adder fa1 (
        .x(x[1]),
        .y(y[1]),
        .c_in(c1),
        .s_out(sum[1]),
        .c_out(c2)
    );
    full_adder fa2 (
        .x(x[2]),
        .y(y[2]),
        .c_in(c2),
        .s_out(sum[2]),
        .c_out(c3)
    );
    full_adder fa3 (
        .x(x[3]),
        .y(y[3]),
        .c_in(c3),
        .s_out(sum[3]),
        .c_out(c_out)
    );
endmodule
==> design/flow/run.sh <==
#!/bin/bash
# OpenROAD 26Q1-2900-gdf79404cd8, Yosys 0.63+post, stock flow scripts
make -C /OpenROAD-flow-scripts/flow DESIGN_CONFIG=/design/flow/config.mk WORK_HOME=/design/flow/orfs finish
==> design/flow/config.mk <==
export PLATFORM = sky130hd
export DESIGN_NAME = rca_4bit
export DESIGN_NICKNAME = rca_4bit
export VERILOG_FILES = /design/flow/design.v
export SDC_FILE = /design/flow/constraint.sdc
export NUM_CORES = 4
export LEC_CHECK = 1
export CORE_AREA = 10 10 70 70
export DIE_AREA = 0 0 80 80
==> design/flow/constraint.sdc <==
current_design rca_4bit

set clk_period 3.0
set clk_io_pct 0.2

create_clock -name clk0 -period $clk_period

set non_clock_inputs [all_inputs -no_clocks]
set_input_delay [expr $clk_period * $clk_io_pct] -clock clk0 $non_clock_inputs
set_output_delay [expr $clk_period * $clk_io_pct] -clock clk0 [all_outputs]
==> qor.yml <==
status: "finished, final reports clean"
switching_share_pct: 34.7
seq_power_share_pct: 0
ir_drop_mv: 0.0388
p_clk_share_pct: 0
min_path_type: "input port to output pin"
routedWlPerCell_um: 5.54
final_area_um2: 304
grt_overflow: 0
start_kind: "input port"
gp_congestion: 0.813
synth_cells: 18
ys_cells: 18
area_growth_pct: 106
post-synth-top-area-fraction_pct: 54.2
rsz0062_at_grt: "false"
routed-via-count: 128
top_cell: "inv_1"
dp_hpwl_um: 422
fp-utilization_pct: 4.32
area_leaders: "fa_1 (54%), inv_1 (25%), buf_4 (20%)"
die_x_um: 80
drc: 0
synthDistinctLibCells: 3
seqCellArea_um2: 0
yosys.area.top_type: "fa_1"
final_cells: 74
grt_pass1_vias: 150
ant_nets: 0
yosys-top-cells-count: "inv_1 (10), buf_4 (4), fa_1 (4)"
required_ns: 2.40
finalWirelength_um: 410
dieArea_mm2: 0.00640
syn-cell-area_um2: 148
grtUsageTotal_pct: 1.37
period_used_pct: 96.6
drive_above_1_share_pct: 46.4
power.density_mw_per_mm2: 138
finalSetupTns_ns: 0
worstMarginPinSlew_ns: 0.0986
grt_pass1_wl_um: 690
ios: 14
maxCapViolations: 0
ctsHoldBuffers: 0
antenna_found_initial: 0
warning_count: 32
first_pass_iters: 1
setup_viol_count_final: 0
maxSlewViolCount: 0
post_dp_cell_area_um2: 315
flops: 0
row_count: 21
core_area_mm2: 0.00342
port_buffers: 14
power_frac_comb_pct: 100.0
hold_viol_final: 0
drt_first_iter_violations: 0
path_class: "input port to output pin"
arrival_ns: 2.30
via_per_inst: 1.73
p_sw_uw: 14.6
ys_seq_share_pct: 0
n_antenna_cell: 0
place_inst: 74
ys_area_um2: 148
leakagePower_uw: 0.000142
internal_power_uw: 27.5
syn_avg_cell_area_um2: 8.20
final_core_util_pct: 8.90
cp-end-kind: "output pin"
slew_headroom_pct: 93.4
fin_crit_ns: 2.90
crit_path_max_fanout: 1
ys_warn_count: 1
die_h_um: 80
fmax_mhz: 345
grt_max_degree: 2
clkbuf_count: 0
through the flow:
stage | power (µW) | hold slack [ns] | setup WS, ns
after CTS | 43.7 | 1.96 | 0.00543
final | 42.1 | 1.96 | 0.101
after detailed placement | 48.6 | 2.24 | -0.696
after floorplan | 22.9 | 1.42 | 0.223
after global placement | 48.3 | 2.25 | -0.657
after global routing | 48.6 | 1.98 | 0.00177
routing by layer:
layer	up-vias	global-route usage (%)	share of wire, %
met4	0	0	0
met1	54	2.35	59
met3	0	0.682	22
met5	-	0	0
met2	14	1.44	19
li1	60	-	-
timing repair:
| action | in CTS | in global routing |
|---|---|---|
| pin swaps | 4 | 2 |
| endpoints found under the setup margin | 4 | 1 |
| setup buffers | 0 | 0 |
| gates resized | 26 | 1 |
worst paths after layout:
check  start  endpoint  slack [ns]  depth (start not counted)
max     c_in    sum[3]        0.10                         10
min     y[0]    sum[0]        1.96                          5
power groups by stage:
| stage | Sequential [µW] | Clock (µW) | Combinational (µW) |
|---|---|---|---|
| after CTS | 0 | 0 | 43.7 |
| after global routing | 0 | 0 | 48.6 |
| final | 0 | 0 | 42.1 |
kinds of logic (layout without fill, tap and decap cells):
family / Yosys count / in the layout / synth area share [%]
buf+inv: 14 / 24 / 45.8
fa+ha+maj: 4 / 4 / 54.2
placed cells by master (no fill, tap or decap):
cell             Yosys  layout
inv_2                0       5
buf_2                0       4
clkdlybuf4s50_1      0       6
fa_2                 0       4
inv_1               10       5
dlygate4sd2_1        0       3
dlymetal6s2s_1       0       1
layout make-up:
cell class | instances | area (µm²)
fillers | 406 | 3110
inverters | 10 | 37.5
multi-input cells | 4 | 90.1
well taps | 46 | 57.6
repair buffers | 14 | 119
worst max-delay path, stage by stage:
cell,delay [ns]
buf_2,0.10
inv_2,0.05
fa_2,0.19
inv_2,0.04
fa_2,0.35
fa_2,0.35
inv_2,0.06
fa_2,0.42
inv_1,0.06
buf_2,0.08
Power and IR drop assume default switching activity.
